## design/flow/config.mk

```make
export PLATFORM = sky130hd
export DESIGN_NAME = axi_lite_controller
export DESIGN_NICKNAME = axi_lite_controller
export VERILOG_FILES = /design/flow/design.v
export SDC_FILE = /design/flow/constraint.sdc
export NUM_CORES = 4
export LEC_CHECK = 1
export CORE_UTILIZATION = 50
```

## design/flow/constraint.sdc

```tcl
current_design axi_lite_controller

set clk_period 7.4
set clk_io_pct 0.2

create_clock -name clk0 -period $clk_period [get_ports {aclk}]

set non_clock_inputs [all_inputs -no_clocks]
set_input_delay [expr $clk_period * $clk_io_pct] -clock clk0 $non_clock_inputs
set_output_delay [expr $clk_period * $clk_io_pct] -clock clk0 [all_outputs]
```

## design/flow/design.v

```verilog
module axi_lite_controller
#(
        parameter AXI_ADDRESS_WIDTH = 5
)
(
        input                                           aclk            ,
        input                                           aresetn         ,
        input           [AXI_ADDRESS_WIDTH - 1:0]       saxi_awaddr     ,
        input                                           saxi_awvalid    ,
        output                                          saxi_awready    ,
        input           [AXI_ADDRESS_WIDTH - 1:0]       saxi_araddr     ,
        output                                          saxi_arready    ,
        input                                           saxi_arvalid    ,
        input           [31:0]                          saxi_wdata      ,
        input                                           saxi_wvalid     ,
        output                                          saxi_wready     ,
        output   reg    [31:0]                          saxi_rdata      ,
        output                                          saxi_rvalid     ,
        input                                           saxi_rready     ,
        output                                          saxi_bvalid     ,
        input                                           saxi_bready     ,
        output          [31:0]                          reg1            ,
        output          [31:0]                          reg2
);
reg [31:0] r_reg1;
reg [31:0] r_reg2;
assign reg1 = r_reg1;
assign reg2 = r_reg2;
reg r_saxi_awready;
assign saxi_awready = r_saxi_awready;
always @(posedge aclk or negedge aresetn)
        if (!aresetn)
                r_saxi_awready <= 1'b0;
        else
                if (saxi_awvalid)
                        r_saxi_awready <= 1'b1;
                else
                        r_saxi_awready <= 1'b0;
reg [AXI_ADDRESS_WIDTH - 1:0] axi_awaddr_buffer;
always @(posedge aclk or negedge aresetn)
        if (!aresetn)
                axi_awaddr_buffer <= 'b0;
        else
                if (saxi_awvalid && saxi_awready)  
                        axi_awaddr_buffer <= saxi_awaddr;
                else
                        axi_awaddr_buffer <= axi_awaddr_buffer;
reg r_saxi_wready;
assign saxi_wready = r_saxi_wready;
always @(posedge aclk or negedge aresetn)
        if (!aresetn)
                r_saxi_wready <= 1'b0;
        else
                if (saxi_wvalid)
                        r_saxi_wready <= 1'b1;
                else
                        r_saxi_wready <= 1'b0;
reg axi_need_resp;  
always @(posedge aclk or negedge aresetn)
        if (!aresetn)
                axi_need_resp <= 1'b0;
        else
                if (saxi_awvalid && saxi_awready)  
                        axi_need_resp <= 1'b1;
                else
                        axi_need_resp <= 1'b0;
wire [AXI_ADDRESS_WIDTH - 1:0] axi_awaddr;  
assign axi_awaddr = (saxi_awvalid && saxi_wvalid && saxi_wready && saxi_wvalid) ? saxi_awaddr : axi_awaddr_buffer;
reg r_saxi_bvalid;
assign saxi_bvalid = r_saxi_bvalid;
always @(posedge aclk or negedge aresetn)
        if (!aresetn)
                r_saxi_bvalid <= 1'b0;
        else
                begin
                        if (axi_need_resp)  
                                r_saxi_bvalid <= 1'b1;
                        if (saxi_bvalid && saxi_bready)  
                                r_saxi_bvalid <= 1'b0;
                end
reg r_saxi_arready;
assign saxi_arready = r_saxi_arready;
always @(posedge aclk or negedge aresetn)
        if (!aresetn)
                r_saxi_arready <= 1'b0;
        else
                if (saxi_arvalid)
                        r_saxi_arready <= 1'b1;
                else
                        r_saxi_arready <= 1'b0;
reg [AXI_ADDRESS_WIDTH - 1:0]   axi_araddr      ;
reg                             axi_need_read   ;  
always @(posedge aclk or negedge aresetn)
        if (!aresetn)
                begin
                        axi_araddr <= 'b0;
                        axi_need_read <= 1'b0;
                end
        else
                begin
                        if (saxi_rvalid && saxi_rready)  
                                begin
                                        axi_araddr <= saxi_araddr;
                                        axi_need_read <= 1'b1;
                                end
                        else
                                begin
                                        axi_araddr <= axi_araddr;
                                        axi_need_read <= 1'b0;
                                end
                end
reg axi_wait_for_read;  
reg [31:0] axi_data_to_read;  
reg r_saxi_rvalid;
assign saxi_rvalid = r_saxi_rvalid;
always @(posedge aclk or negedge aresetn)
        if (!aresetn)
                begin
                        r_saxi_rvalid <= 1'b0;
                        saxi_rdata <= 32'b0;
                        axi_wait_for_read <= 1'b0;
                end
        else
                begin
                        if (axi_wait_for_read)  
                                if (saxi_rready)  
                                        begin
                                                r_saxi_rvalid <= 1'b1;
                                                saxi_rdata <= axi_data_to_read;  
                                                axi_wait_for_read <= 1'b0;  
                                        end
                        else  
                                if (axi_need_read && saxi_rready)  
                                        begin
                                                saxi_rdata <= axi_data_to_read;  
                                                r_saxi_rvalid <= 1'b1;  
                                        end
                                else if (axi_need_read)  
                                        begin
                                                axi_wait_for_read <= 1'b1;  
                                                r_saxi_rvalid <= 1'b0;  
                                        end
                                else
                                        r_saxi_rvalid <= 1'b0;
                end
always @(posedge aclk or negedge aresetn)
        if (!aresetn)  
                begin
                        r_reg1 <= 32'b0;
                        r_reg2 <= 32'b0;
                end
        else
                begin
                        if (saxi_wvalid && saxi_wready)  
                                case (axi_awaddr)  
                                        'h00: 
                                                r_reg1 <= saxi_wdata;
                                        'h04: 
                                                r_reg2 <= saxi_wdata;
                                        default: 
                                                begin end  
                                endcase
                        else
                                begin
                                        r_reg1 <= r_reg1;
                                        r_reg2 <= r_reg2;
                                end
                end
always @(*)
        case (axi_araddr)
                'h00: 
                        axi_data_to_read = r_reg1;
                'h04: 
                        axi_data_to_read = r_reg2;
                default: 
                        axi_data_to_read = 32'b0;
        endcase
endmodule
```

## design/flow/run.sh

```bash
#!/bin/bash
# OpenROAD 26Q1-2900-gdf79404cd8, Yosys 0.63+post, stock flow scripts
make -C /OpenROAD-flow-scripts/flow DESIGN_CONFIG=/design/flow/config.mk WORK_HOME=/design/flow/orfs finish
```

==> results_dict.tcl <==
# metrics dict for downstream scripts
set metrics [dict create \
    tns_ns 0 \
    regArea_mm2 0.00283 \
    crit_type "input pin to register" \
    wl_um 10200 \
    netlist_instances 329 \
    p_per_area_mw_per_mm2 301 \
    cts_buffers 17 \
    worstPathCellList "clkdlybuf4s50_1 > nand3_1 > or4_4 > a21oi_4 > buf_4 > mux2_2" \
    hpwlAfterDp_um 6470 \
    chipHeight_um 96.2 \
    numPlacedInstances 574 \
    ys_area_mm2 0.00444 \
    via_per_inst 5.32 \
    p_leak_nw 2.80 \
    postCtsSetupBuffers 0 \
    slew_violations 0 \
    maxSlewHeadroom_pct 59.9 \
    drv_cap 0 \
    ios 150 \
    rsz0062_at_grt "false" \
    root_buffer "clkbuf_8" \
    drive_gt1_share_pct 23.5 \
    fp_util_pct 51.2 \
    worstMarginPinSlew_ns 0.601 \
    slowest_stage "clkdlybuf4s50_1" \
    clk_latency_ns 0.49 \
    lay_top_cells "148 x clkdlybuf4s50_1, 113 x dfrtp_1, 72 x mux2_2, 35 x nand2_1, 32 x a22oi_1" \
    cts_tree "yes" \
    place.gp.congestion 0.802 \
    comb_area_mm2 0.00150 \
    drtPass1Iterations 4 \
    fp.dieW_um 96.2 \
    cts_resized 0 \
    crit_path_end_kind "register" \
    ys_seq_share_pct 63.7 \
    instances_no_fill 606 \
    crit_required_ns 7.77 \
    grt_pass1_wl_um 16000 \
    postCtsHoldBufs 0 \
    status "complete, no violations" \
    cts_buffer_depth 2 \
    avgSynthCellArea_um2 13.5 \
    finClkSkew_ns 0.00861 \
    cp.arrival_ns 3.68 \
    cts.sink_count 113 \
    hold_class "register to register" \
    cts.clk_slew.worst_paths_ns 0.06 \
    wire_per_inst_um 16.8 \
    yosys.cell_types.count 21 \
    gr-total-overflow 0 \
    timing.final.crit_period_ns 3.31 \
    htreeDepth 4 \
    grt_usage_pct 24.0 \
    antenna_found_initial 0 \
    min_period_over_period_pct 44.7 \
    portBuffers 149 \
    layout_top_cell "clkdlybuf4s50_1" \
    ys_ff 113 \
    hold_viol 0 \
    coreArea_mm2 0.00868 \
    ir_drop_v 0.000182 \
    areaGrowthSynthToFinish_pct 48.4 \
    ys.warnings.count 1 \
    cp_max_fo 32 \
    cp-start-kind "input pin" \
    ys_cells 329 \
    grt_pass1_vias 3179 \
    fillers 574 \
    rows 34 \
    grt_max_degree 66 \
    ant_nets 0 \
    drc 0 \
    via_count 3222 \
    worst_path_largest_cell_delay_ns 0.53 \
    synth_area_mm2 0.00444 \
    setup_violations 0 \
    clock.fmax_mhz 302 \
    dieArea_mm2 0.00926 \
    tool_warnings 26 \
    drt_iter0_drc 77 \
    num_antenna_cells 0 \
]
==> kinds of logic (layout without fill, tap and decap cells) <==
| family | count (synthesis) | count (layout) | share of synthesized area (%) |
|---|---|---|---|
| AOI/OAI and AO/OA | 67 | 67 | 9.61 |
| buffers and inverters | 24 | 193 | 2.79 |
| DFF | 113 | 113 | 63.7 |
| muxes | 76 | 76 | 19.2 |
| and+or+nand+nor | 49 | 49 | 4.73 |
==> area by class of cell <==
type	instances	area share (%)
Sequential cell	113	42.9
Timing Repair Buffer	156	23.4
Multi-Input combinational cell	192	22.8
Clock buffer	18	6.34
Clock inverter	14	2.17
Tap cell	108	2.05
Inverter	5	0.285
==> synthesized netlist by cell type (all sizes together) <==
library cell,count,area [um^2]
nor3,1,5.00
nand3,3,15.0
nand2,36,135
nor4,2,12.5
a21oi,1,16.3
dfrtp,113,2830
mux2i,3,30.0
buf,12,78.8
mux2,73,822
a22oi,32,240
nor2b,1,6.26
or4,2,18.8
nand2b,1,6.26
o21ai,34,170
nor2,3,11.3
clkbuf,7,26.3
inv,5,18.8
==> stage by stage <==
step	total power, W	utilization, %	instance area (um^2)	worst slack (ns)	hold slack (ns)
CTS	0.00200	75.9	6590	4.10	0.482
global placement	0.00123	69.4	6030	3.63	0.460
finish	0.00198	75.9	6590	4.09	0.473
detailed placement	0.00124	69.4	6030	3.58	0.469
global route	0.00208	75.9	6590	4.00	0.498
floorplan	0.000922	-	4440	4.46	0.426
==> registers in the layout, summed over array words and instances, names as in the netlist, 5 cells and up <==
name / cells
saxi_rdata: 32
axi_araddr: 5
r_reg2: 32
r_reg1: 32
axi_awaddr_buffer: 5
==> metal layers <==
layer	up-vias	GRT usage (%)	wire length [um]
li1	1496	-	-
met1	1599	38.4	4530
met2	118	35.9	4740
met3	9	6.99	810
met4	0	3.11	124
met5	-	0	0
==> final timing paths <==
kind / slack [ns] / endpoint / start / cells past startpoint
max in group asynchronous: 5.60 / saxi_rdata[21] / aresetn / 2
worst min register to register: 0.47 / r_saxi_bvalid / r_saxi_bvalid / 1
worst max register to register: 5.24 / r_reg1[18] / axi_awaddr_buffer[0] / 5
worst max-delay path: 4.09 / r_reg2[5] / saxi_awvalid / 6
worst min-delay path: 0.47 / r_saxi_bvalid / r_saxi_bvalid / 1
min in group asynchronous: 0.90 / axi_araddr[1] / aresetn / 1
==> critical path: cells and delay by family <==
kind,cells,cell delay [ns]
AOI/OAI and AO/OA,1,0.15
buffers and inverters,2,0.95
muxes,1,0.39
and+or+nand+nor,2,0.70
==> power breakdown <==
group / switching (W) / internal [W]
combinational: 0.0000744 / 0.000304
clock: 0.000279 / 0.000476
sequential: 0.000103 / 0.000745
total: 0.000456 / 0.00153
Power is estimated from default activity; no workload was simulated.
